==> design/flow/design.v <==
module first_counter (clock, reset, enable, counter_out);
    input clock;
    input reset;
    input enable;
    output [3:0] counter_out;
    wire clock;
    wire reset;
    wire enable;
    reg [3:0] counter_out;
    always @ (posedge clock) 
    begin : COUNTER 
        if (reset == 1'b1) begin
            counter_out <= #1 4'b0000;
        end 
        else if (enable == 1'b1) begin
            counter_out <= #1 counter_out + 1;
        end 
    end 
endmodule 
==> design/flow/run.sh <==
#!/bin/bash
# OpenROAD 26Q1-2900-gdf79404cd8, Yosys 0.63+post, stock flow scripts
make -C /OpenROAD-flow-scripts/flow DESIGN_CONFIG=/design/flow/config.mk WORK_HOME=/design/flow/orfs finish
==> design/flow/config.mk <==
export PLATFORM = sky130hd
export DESIGN_NAME = first_counter
export DESIGN_NICKNAME = first_counter
export VERILOG_FILES = /design/flow/design.v
export SDC_FILE = /design/flow/constraint.sdc
export NUM_CORES = 4
export LEC_CHECK = 1
export CORE_AREA = 10 10 70 70
export DIE_AREA = 0 0 80 80
==> design/flow/constraint.sdc <==
current_design first_counter

set clk_period 1.7
set clk_io_pct 0.2

create_clock -name clk0 -period $clk_period [get_ports {clock}]

set non_clock_inputs [all_inputs -no_clocks]
set_input_delay [expr $clk_period * $clk_io_pct] -clock clk0 $non_clock_inputs
set_output_delay [expr $clk_period * $clk_io_pct] -clock clk0 [all_outputs]
==> GITHUB_STEP_SUMMARY <==
## Implementation flow summary

| Metric | Value |
|---|---|
| Hold-fix buffers, CTS | `0` |
| Cell Count, Final, Fillers Out | `71` |
| # IOs | `7` |
| Buffers on Ports | `6` |
| Crit path DAT | `around 1.1 ns` |
| Post-Syn Instances | `16` |
| CP bufs+invs | `1` |
| Yosys top cell by instances | `dfxtp_1` |
| Largest area contributor in the netlist | `dfxtp_1` |
| Core Area | `between 3000 and 4000 µm²` |
| Flip-flops with a built-in enable | `0` |
| # DRC | `0` |
| Clk latency late pin | `0.23 ns` |
| Comb pwr share | `0.118` |
| Cell resize tally after clock tree synthesis | `0` |
| Unrepaired setup endpoints after global routing | `false` |
| CP Launch Type | `flip-flop` |
| Die width | `roughly 80 µm` |
| Part of the power in registers | `0.426` |
| CTS buffer count | `3` |
| WHS | `around 0.57 ns` |
| Post-CTS setup buffers | `0` |
| Tool warnings | `25` |
| Setup violators final | `0` |
| Power after layout | `0.000249 W` |
| Reg2Reg Depth | `3` |
| DR vias | `139` |
| Crit path max-delay cell type | `clkdlybuf4s50_1` |
| Crit path depth | `1` |
| Largest delay share family, worst path | `buffers and inverters` |
| Initial antenna violation count | `0` |
| Worst vdd ir | `213 µV` |
| Core Util at FP | `0.0524` |
| M1 WL | `224 µm` |
| Setup_tns | `0 ns` |
| F_max | `681 MHz` |
| Reg clk slew, reported paths | `about 0.040 ns` |
| Final tally of max-slew violations | `0` |
| Clock root buffer | `clkbuf_4` |
| CTS tree | `built` |
| Outcome | `complete, no violations` |
| Met3 wire length | `100 µm` |
| Share of layout cells above drive strength 1 | `0.240` |
| Routed length on met2 | `146 µm` |
| Final ANT Viol Nets | `0` |
| Yosys warns | `1` |
| Synth Area per Inst | `11.2 µm²` |
| Synth async-reset ratio | `0` |
| Crit-path cells | `clkdlybuf4s50_1` |
| Routed len/inst | `between 6 and 7 µm` |
| Area Growth Syn to Fin | `78.3%` |
| Largest register FFs | `4` |
| Top cells by area | `dfxtp_1, mux2_4, ha_1` |
| Fin util | `0.0934` |
| Cell Rows | `21` |
| Via count of the first global-routing pass | `161` |
| Global-route wire length before repair | `834 µm` |
| Ys flops | `4` |
| Placed Cells incl. Taps | `68` |
| Clock power frac | `0.456` |
| DR pass1 iterations | `2` |
| Net Sw Frac | `0.207` |
| Max Fanout on Critical Path | `4` |
| Leakage | `~0.12 nW` |
| Setup Crit Path Kind | `reg -> out` |
| Unique masters post-synth | `11` |
| CTS sink count | `4` |
| Worst clock skew | `between 0.003 and 0.004 ns` |
| Int Power | `0.000198 W` |
| Final period utilization | `0.863` |
| Clk buf depth | `2` |
| Largest regs | `counter_out: 4 flops` |
| Synth top area share | `0.448` |
| Headroom to the max-slew limit | `0.832` |
| Sw power | `0.0000516 W` |
| Power Density | `781 nW/µm²` |
| GR Util All Layers | `0.0176` |
| Yosys cell count | `16` |
| Crit-path max cell delay | `0.50 ns` |
| Grt ovf | `0` |
| Crit path required time | `between 1 and 1.5 ns` |
| Uppermost layer routed | `met3` |
| Hold path depth | `2` |
| Synthesized cell area | `179 µm²` |
| Top_reg_cell synth | `dfxtp_1` |
| Die Y | `80 µm` |
| Synth cell count leaders | `dfxtp_1, nor2_1` |
| Vias per inst | `1.96` |
| Maximum number of pins on one net before global-route repair | `6` |
| Die area | `6400 µm²` |
| Hold Crit Class | `reg -> reg` |
| Min Tclk post-route | `between 1 and 1.5 ns` |
| Synth Seq Share | `0.448` |
| Post-Route WL | `approximately 470 µm` |
| Worst slew pin tran | `between 0.2 and 0.3 ns` |
| Crit. End Element | `output pin` |
| Largest Register | `counter_out` |
| Synthesis area per yosys | `179 µm²` |
| Max Cap Viol | `0` |
| Iter 0 DRT Violations | `12` |
| H-tree depth | `1` |
| Placer Congestion | `around 0.65` |
| Fin. Hold Viols | `0` |
| Number of diodes | `0` |
final timing paths:
| check | endpoint | from | slack, ns |
|---|---|---|---|
| worst max-delay path | counter_out[0] | counter_out[0] | 0.23 |
| worst min-delay path | counter_out[3] | counter_out[3] | 0.57 |
| worst max register to register | counter_out[1] | counter_out[0] | 0.74 |
| worst min register to register | counter_out[3] | counter_out[3] | 0.57 |
layout by cell type, fill, tap and decap left out:
master / synthesis / layout
dfxtp_1: 4 / 4
nor2_1: 3 / 3
a21oi_1: 1 / 1
mux2i_1: 1 / 1
nand3b_1: 1 / 1
clkbuf_4: 0 / 3
a21bo_2: 1 / 1
xnor2_1: 1 / 1
nor2b_1: 1 / 1
nand4_2: 1 / 1
ha_1: 1 / 1
clkdlybuf4s50_1: 0 / 6
mux2_4: 1 / 1
per-stage QoR:
stage | instance area (µm²) | setup slack, ns
floorplan | 179 | 0.813
global placement | 297 | 0.188
detailed placement | 297 | 0.195
CTS | 319 | 0.210
global route | 319 | 0.144
finish | 319 | 0.232
power by group through the flow:
stage     Combinational, W  Clock [W]  Sequential [W]
4_1_cts          0.0000298   0.000120        0.000106
5_1_grt          0.0000337   0.000129        0.000108
6_report         0.0000294   0.000114        0.000106
routing by layer:
layer  vias to the layer above  GRT usage
met5                         -          0
met4                         0    0.00176
met3                         0     0.0216
met2                         9     0.0185
met1                        56     0.0219
li1                         74          -
cell families (layout without fill, tap and decap cells):
family / Yosys count / in the layout / synth area share
XOR/XNOR: 1 / 1 / 0.0490
adder cells (fa/ha/maj): 1 / 1 / 0.0699
flip-flops: 4 / 4 / 0.448
AND/OR/NAND/NOR: 6 / 6 / 0.210
buffers and inverters: 0 / 9 / 0
multiplexers: 2 / 2 / 0.140
AND-OR/OR-AND: 2 / 2 / 0.0839
cell type report:
class,count,area [µm²]
clock buffers,3,22.5
fillers,401,3100
multi-input cells,12,98.8
flip-flops and latches,4,80.1
well taps,46,57.6
repair buffers,6,60.1
Power is estimated from default activity; no workload was simulated.
