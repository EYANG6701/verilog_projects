<file path="flow/design.v">
module add9 (sum, a, b, c, d, e);
    output [11:0] sum;
    input [8:0] a, b, c, d, e;
    assign sum = a + b + c + d + e;
endmodule
</file>
<file path="flow/config.mk">
export PLATFORM = sky130hd
export DESIGN_NAME = add9
export DESIGN_NICKNAME = add9
export VERILOG_FILES = /design/flow/design.v
export SDC_FILE = /design/flow/constraint.sdc
export NUM_CORES = 4
export LEC_CHECK = 1
export CORE_AREA = 10 10 100 100
export DIE_AREA = 0 0 110 110
</file>
<file path="flow/run.sh">
#!/bin/bash
# OpenROAD 26Q1-2900-gdf79404cd8, Yosys 0.63+post, stock flow scripts
make -C /OpenROAD-flow-scripts/flow DESIGN_CONFIG=/design/flow/config.mk WORK_HOME=/design/flow/orfs finish
</file>
<file path="flow/constraint.sdc">
current_design add9

set clk_period 6.2
set clk_io_pct 0.2

create_clock -name clk0 -period $clk_period

set non_clock_inputs [all_inputs -no_clocks]
set_input_delay [expr $clk_period * $clk_io_pct] -clock clk0 $non_clock_inputs
set_output_delay [expr $clk_period * $clk_io_pct] -clock clk0 [all_outputs]
</file>
==> impl_metrics.ini <==
; flow metrics
[status]
status = complete, no violations

[timing]
period_needed_ps = 6070
slew_headroom_pct = 83.5
period_used_pct = 97.9
setup_viol = 0
layout_setup_ws_ps = 131
finalMaxSlewViolations = 0
tightest_slew_ps = 246
hold_violations = 0
clock.fmax_mhz = 165

[routing]
vias = 1135
wl_per_cell_um = 9.04
drc_errors = 0
antenna_left = 0
first_pass_iters = 4
antenna-diode-count = 0
via_per_inst = 3.42
drtIter0Drc = 49
totalWireLength_um = 3000

[hold_path]
min_to = sum[0]
hold_path_class = in2out
worstHoldStart = e[0]
min_path_cells = 3

[placed_design]
place_area_um2 = 2020
place_inst = 327
gp_congestion = 0.804
numPortBuffers = 57
dp_slack_ps = -244
hpwlAfterDp_um = 2730

[global_routing]
grt.overflow.total = 0
grt_pass1_vias = 1242
track_usage_pct = 5.11
grt_start_max_net_pins = 9
antenna_found_initial = 0
grt_pass1_wl_um = 5140

[floorplan]
rows = 32
die_h_um = 110
core_area_um2 = 7810
fp-utilization_pct = 16.3
die_area_um2 = 12100
die_width_um = 110
pin_count = 57

[pwr]
p_leak_nw = 1.14
p_total_w = 0.000671
power_density_nw_per_um2 = 311
peakVddDrop_mv = 0.156

[final_layout]
syn2layout_area_growth_pct = 69.7
drive_above_1_share_pct = 11.7
comb_area_um2 = 1060
ff_count = 0
n_fill_cell = 831
instances_no_fill = 332
clkbuf_count = 0
fin_area_um2 = 2160
seq_area_um2 = 0

[synth]
synth.top_cells.by_count = inv_1, fa_1, ha_1, nand3_1, nor2_1
syn_inst = 161
synth_warnings = 0
netlist.area_leader.share_pct = 40.9
area_leaders = fa_1, inv_1, ha_1
ys_seq_share_pct = 0
yosys_area_um2 = 1270
synth_cell_types = 26
yosysTopAreaCell = fa_1
synth_area_per_cell_um2 = 7.90
netlist_area_um2 = 1270
synth.most_common_cell = inv_1
yosysCellCount = 161

[critical_path]
cp_data_arrival_time_ps = 4830
cp-startpoint = a[1]
crit_type = in2out
crit_path_start_kind = input port
cp-end-kind = output port
critPathRequiredTime_ps = 4960
crit_fanout = 4

[flow_run]
warnings = 32
drv_cap = 0

[clock_tree]
cts_hold_buffers = 0
[cell usage in the layout, fill, tap and decap left out, drive strengths merged, types with 2 or more instances in the layout]
cell           Yosys  layout
xnor2              4       4
dlygate4sd2        0       4
a21oi              2       2
dlymetal6s2s       0       2
fa                26      26
xor2               3       3
nand2              3       3
nor2               5       5
buf                1      13
a21o               2       2
ha                12      12
a31oi              2       2
clkdlybuf4s50      0      50
inv               81      81
nand3              8       8
[cell families after synthesis]
family | share of synthesized area (%)
AOI/OAI and AO/OA | 10.0
buffers and inverters | 24.5
xor gates and xnor gates | 4.82
adders and majority gates | 52.8
and+or+nand+nor | 7.88
[worst max-delay path by stage]
stage                      to  cells after the start
after global routing   sum[8]                     15
after CTS             sum[10]                     14
final                 sum[11]                     13
[critical path, cell delays in order]
cell and delay [ps]:
clkdlybuf4s50_1 460, inv_1 50, fa_1 570, fa_1 430, fa_1 490, inv_1 60, ha_4 180, fa_2 390
a21o_1 170, a21o_4 230, a31oi_4 200, o21ai_0 100, dlygate4sd2_1 260
[final cells by class]
type	instances	share of cell area, %
inverters	81	14.1
multi-input cells	79	49.2
repair buffers	70	30.7
well taps	102	5.92
[per-stage QoR]
| step | utilization (%) | hold WS, ps | TNS [ps] |
|---|---|---|---|
| after floorplan | - | 2560 | 0 |
| after global placement | 25.9 | 3530 | -1050 |
| after detailed placement | 25.9 | 3540 | -978 |
| after CTS | 26.2 | 3530 | 0 |
| after global routing | 27.6 | 3550 | -23.4 |
| final | 27.6 | 3520 | 0 |
[routing by layer]
layer	vias to the layer above	track usage, %	share of wire [%]	routed length [µm]
li1	585	-	-	-
met1	504	5.87	43	1300
met2	46	8.64	41	1220
met3	0	2.94	16	485
met4	0	0	0	0
met5	-	0	0	0
[power by group]
part           leakage [nW]  internal [W]  switching, W
registers                 0             0             0
clock network             0             0             0
logic                  1.14      0.000386      0.000284
[repair_timing]
item                                    4_1_cts  5_1_grt
resized                                      10       12
pin swaps                                     3        9
endpoints found under the setup margin        6        6
gates cloned                                  0        0
setup buffers                                 0        5
Power figures rest on the tool's default switching activity, not on a simulated workload.
